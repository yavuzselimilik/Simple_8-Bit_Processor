### ./config.mk
export PLATFORM = sky130hd
export DESIGN_NAME = ALU
export DESIGN_NICKNAME = ALU
export VERILOG_FILES = /design/flow/design.v
export SDC_FILE = /design/flow/constraint.sdc
export NUM_CORES = 4
export LEC_CHECK = 1
export CORE_UTILIZATION = 40
### ./constraint.sdc
current_design ALU

set clk_period 5.7
set clk_io_pct 0.2

create_clock -name clk0 -period $clk_period [get_ports {clk}]

set non_clock_inputs [all_inputs -no_clocks]
set_input_delay [expr $clk_period * $clk_io_pct] -clock clk0 $non_clock_inputs
set_output_delay [expr $clk_period * $clk_io_pct] -clock clk0 [all_outputs]
### ./design.v
`timescale 1ns / 1ps
module ALU(input reg [7:0] a,b,input reg[2:0] alu_control,output logic cout, v, c, n, z,input clk,output reg [7:0] result);
    wire [63:0] w;
    reg [7:0] temp;
    mux2 m_1(b,~b,alu_control[0],w[7:0]);
    NbitFulladder fa_1(a,w[7:0],alu_control[0],w[15:8],cout);
    assign w[23:16] = a & b;
    assign w[31:24] = a | b;
    assign w[39:32] = b;
    assign w[47:40] = a ^ b;
    assign w[55:48] = a & ~b;
    assign w[63:56] = ~a;
    mux8 m_2(w[15:8],w[15:8],w[23:16],w[31:24],w[39:32],w[47:40],w[55:48],w[63:56],alu_control,temp);
    flags flg(a,b,result,alu_control,w[15],cout,z,n,c,v);
    int j = 0;
    always @(negedge clk)
    begin
        j++;
        if(j == 2)
        begin
            result = temp;
            j = 0;
        end 
    end
endmodule
`timescale 1ns / 1ps
module NbitFulladder( input logic [7:0] a, b,
    input logic cin,
    output logic [7:0] s,
    output logic cout );
    wire [6:0] c;
    fulladder i_0 (a[0],b[0],cin,s[0],c[0]);
    fulladder i_1 (a[1],b[1],c[0],s[1],c[1]);
    fulladder i_2 (a[2],b[2],c[1],s[2],c[2]);
    fulladder i_3 (a[3],b[3],c[2],s[3],c[3]);
    fulladder i_4 (a[4],b[4],c[3],s[4],c[4]);
    fulladder i_5 (a[5],b[5],c[4],s[5],c[5]);
    fulladder i_6 (a[6],b[6],c[5],s[6],c[6]);
    fulladder i_7 (a[7],b[7],c[6],s[7],cout);
endmodule
module flags(input [7:0] a,b,y, input [1:0] alu_control , input sum3 , cout , output z,n,c,v );
    assign z = ~y[0] & ~y[1] & ~y[2] & ~y[3] & ~y[4] & ~y[5] & ~y[6] & ~y[7];
    assign n = y[7];
    assign c = cout & ~alu_control[1];
    assign v = ~alu_control[1] & (sum3 ^ a[7]) & ~(alu_control[0] ^ a[7] ^ b[7]);
endmodule
`timescale 1ns / 1ps
module fulladder(input logic a, b, cin,output logic s, cout);
   assign s=a^b^cin;
   assign cout= a&b|b&cin|cin&a;
endmodule
`timescale 1ns / 1ps
module mux2(input logic [7:0] d0, d1,
input logic s,
output logic [7:0] y);
    assign y = s ? d1 : d0;
endmodule
`timescale 1ns / 1ps
module mux8 (input logic [7:0] d0, d1, d2, d3,d4,d5,d6,d7,
input logic [2:0] s,
output logic [7:0] y);
    assign y = s[2] ? (s[1] ?
            (s[0] ? d7 : d6):
            (s[0] ? d5 : d4)) : (s[1] ?
            (s[0] ? d3 : d2):
            (s[0] ? d1 : d0));
endmodule
### ./run.sh
#!/bin/bash
# OpenROAD 26Q1-2900-gdf79404cd8, Yosys 0.63+post, stock flow scripts
make -C /OpenROAD-flow-scripts/flow DESIGN_CONFIG=/design/flow/config.mk WORK_HOME=/design/flow/orfs finish
==> COMMIT_EDITMSG <==
Log flow metrics for this revision

- Across the routed clock network, the largest skew measured is 11.7 ps.
- Share of total power in combinational logic: 0.172
* Num ports: 33
* Min-delay worst type: register to register
- Final weighted congestion in routability-driven placement: 0.882
* Setup Total Neg Slack: -2430 ps
* Post-synthesis sequential area ratio: 0.278
- The number of cells on the worst hold path is listed as 1.
- The worst setup path is of the input port to register kind.
* Sw Pwr: between 200 and 250 uW
- Met3 Usage GRT: 0.0459
* Overall die width: roughly 91 um
- Per the synth stats, the proportion of register bits with asynchronous set or reset is 0.
* Maximum fanout along the worst path: 2
- In the routed design, unresolved DRC markers number 0.
* Routed wire length: roughly 6400 um
- The area fraction of the largest cell type after synthesis is 0.202.
- Cell area after placement: ~0.0038 mm^2
- Cell leakage power: around 0.0018 uW
- Main synth FF type: dfxtp_1
- YS warnings: 2
- In this run, post-CTS hold repair placed 0 buffers.
* Total half-perimeter wirelength after legalization and detailed placement: 4890 um
- Overall routing resource usage: 0.174
* RSZ-0062 raised after global routing: yes
- The clock drives ~40 sinks.
* Antenna diodes: 0
* Proportion of power drawn by flip-flops and latches: 0.391
- Part of the total power dissipated in the clock network: 0.437
- Synthesis-stage register bit count: ~40
* Critical path endpoint category: register
* Net Sw Frac: 0.289
- Measured against its own limit, the worst slew margin works out to 0.486.
- Initial antenna violation count: 0
- Total via count after detailed routing: between 2k and 3k
* Clock slew at reported path FFs: approximately 30 ps
- Die outline area: ~0.0083 mm^2
* Storage cell area: 881 um^2
* Cell area after synthesis: 0.00317 mm^2
- Cell type with the highest aggregate area in the netlist: dfxtp_1
- After detailed routing, the number of vias per cell comes to 5.05.
- The main area contributors are dfxtp_1, ha_1, edfxtp_1.
- Count of distinct cell types in the synthesized netlist: between 50 and 60
- TritonCTS built the clock tree.
* H-Tree Level Count: 2
- Post-synth EDFFs: 8
* Largest net degree at the start of global routing: 21
- Arrival time reported for the critical path endpoint: between 4000 and 5000 ps
- The flow ran to the end, but the final reports show violations.
* Max-cap violations: 0
* I/O Buffers: 32
- In this run the deepest clock path goes through 2 buffers.
* Layout cells sized above 1: 0.183
- Final instance area: between 0.004 and 0.005 mm^2
- At the later pin of the worst-skew pair, clock insertion delay measures about 360 ps.
* Sort of element at the start of the critical path: input port
* Final hold viol count: 0
* Post-Synthesis Mean Instance Area: ~9.5 um^2
* Worst reg2reg startpoint: j[0]
- Area delta synth->final: 27.7%
- For met2 alone, demand over resource in global routing was 0.268.
* Placeable core area: around 0.0077 mm^2
- Routing resource usage on met1 recorded by global route was 0.243.
* Logic depth of the worst register-to-register path: 7
* Footprint of the multi-input gates: between 0.002 and 0.0025 mm^2
* Tool warning count: 85
- Count of antenna-violating nets left after detailed routing: 0
- The die is between 90 and 100 um tall.
- In this run the power density over the cells is 185 mW/mm^2.
- YS chip area: roughly 0.0032 mm^2
- Pins over their slew limit in the final report were tallied at 0.
* Origin of the worst min-delay path: j[31]
- Yosys stat cell total: 334
- Internal power component: roughly 530 uW
- The first global-routing pass estimated around 12,000 um of wire.
- Violated checks: negative setup slack
- The first detailed-routing pass took 4 iterations.
* Data required time of the worst path: between 2000 and 3000 ps
- TritonRoute output was used to compute an average wire per cell of between 10 and 15 um.
* Total clock buffers created by CTS: 5
- Starting DRC count in detailed routing: about 97
- Remaining global-route overflow: 0
- The cell count after synthesis came out at ~330.
- The number of global-route vias before repair came to 2,652.
- The final timing report counts setup violations totalling 4.
* Transition time of the tightest slew-check pin: 764 ps
* # fillers: about 700
* Hold_ws: approximately 500 ps
- The tree is rooted in a clkbuf_8.
- Total Power Consumption: approximately 750 uW
- Tracing the worst setup path back leads to its startpoint at b[0].
- Floorplan-stage core utilization: 0.413
- Core Rows: 32
- IR Drop Worst-Case VDD: 133 uV
- Global-route layer with the greatest usage: met2
* Worst Slack Setup Final: -1090 ps
metal layers:
metal / wire length [um] / up-vias
li1: - / 1372
met2: 2920 / 61
met3: 339 / 9
met1: 3030 / 1197
met5: 0 / -
met4: 104 / 0
what timing repair did:
item | 4_1_cts | 5_1_grt
setup buffers | 2 | 1
resized | 41 | 3
pin swaps | 13 | 10
endpoints found under the setup margin | 10 | 7
final timing paths:
path | endpoint | slack, ps
worst max-delay path | result[7] | -1090
worst min-delay path | j[31] | 500
worst max register to register | result[7] | 2480
worst min register to register | j[31] | 500
power groups by stage:
| stage | Combinational [uW] | Clock, uW | Sequential, uW |
|---|---|---|---|
| 6_report | 129 | 327 | 293 |
| 5_1_grt | 147 | 381 | 292 |
| 4_1_cts | 131 | 348 | 292 |
synthesized netlist by cell type, types with 3 or more instances:
library cell	n
dfxtp_1	32
inv_1	30
xnor2_1	27
ha_1	26
nand2_1	21
nand3_1	17
nand4_1	14
and3_1	13
nor2_1	11
xor2_1	10
o21ai_0	9
edfxtp_1	8
mux4_2	8
clkbuf_1	7
fa_1	7
mux2_2	6
a31oi_1	5
buf_4	5
mux2i_1	5
nor3_1	5
buf_1	4
buf_2	4
nor4_1	4
a41oi_1	3
and2_1	3
and4_1	3
nand3b_1	3
o31ai_1	3
or3_1	3
or4_1	3
cells in the final DEF, fill, tap and decap left out, types with 9 or more instances in the layout:
| master | count |
|---|---|
| inv_1 | 67 |
| dfxtp_1 | 32 |
| buf_4 | 28 |
| xnor2_1 | 26 |
| ha_1 | 26 |
| clkdlybuf4s50_1 | 23 |
| nand2_1 | 21 |
| nand3_1 | 17 |
| nand4_1 | 14 |
| and3_1 | 13 |
| nor2_1 | 11 |
| xor2_1 | 9 |
critical path, cell delays in order:
cell     delay, ps
buf_6          100
mux2_4         190
fa_2           190
inv_2           40
fa_2           330
fa_2           350
fa_2           350
fa_2           350
fa_2           340
inv_2           60
fa_1           390
o21ai_1        130
o21ai_1         70
flip-flops by register name, indices dropped and copies added, names as in the netlist:
name and flops:
j 32, result 8
per-stage QoR:
stage	std cells	worst slack, ps	util
after global placement	475	-1990	0.489
after global routing	523	-1170	0.527
after floorplan	334	-1610	-
final	523	-1090	0.527
after detailed placement	475	-2010	0.489
after CTS	522	-1410	0.525
layout make-up:
class | count | share of cell area
Multi-Input combinational cell | 244 | 0.528
Tap cell | 102 | 0.0315
Clock buffer | 5 | 0.0170
Clock inverter | 42 | 0.0454
Sequential cell | 40 | 0.218
Inverter | 29 | 0.0269
Timing Repair Buffer | 61 | 0.134
cell families (layout without fill, tap and decap cells):
| kind of cell | Yosys count | count (layout) | share of synthesized area |
|---|---|---|---|
| buffers and inverters | 50 | 137 | 0.0667 |
| xor gates and xnor gates | 37 | 37 | 0.102 |
| adders and majority gates | 33 | 33 | 0.147 |
| AOI/OAI and AO/OA | 40 | 40 | 0.0915 |
| and+or+nand+nor | 115 | 115 | 0.221 |
| muxes | 19 | 19 | 0.0939 |
| DFF | 40 | 40 | 0.278 |
No activity file was given, so power comes from the tool's default toggle rates.
