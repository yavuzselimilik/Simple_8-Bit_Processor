==> /design/flow/design.v <==
`timescale 1ns / 1ps
module InsMemory(input reg [7:0] pc,output reg [15:0] instruction);
    reg [15:0] insDatas [255:0];
    initial insDatas[0] = 16'b0000000001010000;
    initial insDatas[1] = 16'b1000000011000100;
    initial insDatas[5] = 16'b1001000100000100;
    initial insDatas[9] = 16'b1010001100000010;
    initial insDatas[11] = 16'b1100001100000010;
    initial insDatas[12] = 16'b1101000011000010;
    initial insDatas[14] = 16'b1110101011001000;
    initial insDatas[22] = 16'b1111110001000001;
    initial insDatas[23] = 16'b1011010001000001;
    initial insDatas[24] = 16'b0000000110010100;
    initial insDatas[25] = 16'b0000001000111110;
    initial insDatas[26] = 16'b0100010001000100;
    initial insDatas[27] = 16'b0101011010000010;
    initial insDatas[28] = 16'b0001001000001000;
    initial insDatas[29] = 16'b0000000001100011;
    initial insDatas[30] = 16'b0010000000000111;
    initial insDatas[37] = 16'b0000100000110111;
    always @(*) 
        instruction <= insDatas[pc];
endmodule
==> /design/flow/run.sh <==
#!/bin/bash
# OpenROAD 26Q1-2900-gdf79404cd8, Yosys 0.63+post, stock flow scripts
make -C /OpenROAD-flow-scripts/flow DESIGN_CONFIG=/design/flow/config.mk WORK_HOME=/design/flow/orfs finish
==> /design/flow/config.mk <==
export PLATFORM = sky130hd
export DESIGN_NAME = InsMemory
export DESIGN_NICKNAME = InsMemory
export VERILOG_FILES = /design/flow/design.v
export SDC_FILE = /design/flow/constraint.sdc
export NUM_CORES = 4
export LEC_CHECK = 1
export CORE_AREA = 10 10 70 70
export DIE_AREA = 0 0 80 80
==> /design/flow/constraint.sdc <==
current_design InsMemory

set clk_period 2.1
set clk_io_pct 0.2

create_clock -name clk0 -period $clk_period

set non_clock_inputs [all_inputs -no_clocks]
set_input_delay [expr $clk_period * $clk_io_pct] -clock clk0 $non_clock_inputs
set_output_delay [expr $clk_period * $clk_io_pct] -clock clk0 [all_outputs]
==> results_slide.txt <==
Implementation Results

Timing
  – PnR worst setup slack: 0.0602 ns
  – Setup_tns: 0 ns
  – Max-slew violation count: 0
  – Final setup viols: 0
  – RSZ-0062 raised after global routing: no
  – Slew margin rel.: between 80% and 90%
  – Final hold vios: 0
  – Final cycle utilization of the critical path: between 90% and 100%
  – Fin crit period: ~2.0 ns
  – Slew @ Worst Pin: approximately 0.24 ns
  – Fmax: 490 MHz

Placement
  – Placed insts: roughly 160
  – PortBufs: 22
  – DP Wirelength: between 1000 and 1500 microns
  – Routability cong.: between 0.8 and 0.9
  – Dpl ws: -0.593 ns

Power and ir drop
  – Net Sw Frac: 42.9%
  – Power Dens Cells: 173 nW/um^2
  – Comb power frac: about 100%
  – Reg power frac: 0%
  – P_leak: between 0.5 and 0.6 nW
  – Total power: ~180 uW
  – Sw power: between 70 and 80 uW
  – Clock power frac: 0%
  – Internal power: 103 uW
  – VDD IR max: between 70 and 80 uV

CTS
  – Hold buffer count at CTS: 0

Floorplan
  – Top-Level Pins: 24
  – Die Y-Extent: roughly 80 microns
  – # rows: 21
  – Core area: approximately 3400 sq um
  – Die Area: between 6000 and 7000 sq um
  – Fp util: roughly 15%
  – Die outline width: ~80 microns

GRT
  – Total GRT Usage: between 5 and 6%
  – Largest net degree at the start of global routing: 9
  – Initial antenna violation count: 0
  – Vias in the first global route: about 680
  – First-pass GRT wire length: 3190 microns
  – Grt ovf: 0

Setup path
  – Setup CP Type: in -> out
  – Crit. End Element: output port
  – Worst setup SP type: input port
  – Max incr delay on CP: approximately 0.37 ns
  – Arr. time, crit path: between 1.5 and 2 ns
  – CP top delay family: buffers and inverters
  – Critical Path, Cell by Cell: buf_2 > inv_2 > buf_4 > buf_4 > ha_1 > or3_1 > a21oi_1 > buf_2
  – CP bufs+invs: 5
  – Worst Path Max Fanout: 3
  – CP max stage cell: or3_1
  – Worst Path Required: approximately 1.7 ns

Route
  – DR WL/cell: approximately 12 microns
  – Via-per-instance ratio: roughly 4.2
  – ANT nets after route: 0
  – ANT cells: 0
  – Total Routed Length: ~1900 microns
  – DRC: 0
  – Iteration-0 DRC Markers: 39
  – DR vias: between 600 and 700
  – Drt pass-1 iters: 4

Cells and area
  – Area delta synth->final: 109%
  – Utilization after layout: between 30 and 40%
  – Layout cell share with drive strength beyond 1: 52.9%
  – Fill cells: approximately 380
  – Clkbuf count: 0
  – Flip-flops: 0
  – Total area of sequential cells: 0 sq um
  – Non-Filler Instances: 165
  – Combinational gate area: just over 500 sq um

Synth
  – Cell area leaders: ha_1 28%, a21oi_1 6.0%, a2111oi_2 6.0%
  – Leading area contributor after synthesis: ha_1
  – Netlist Area Pre-Place: 498 sq um
  – Post-synthesis cell type count: 30
  – Synth Area per Inst: 7.32 sq um
  – Area leader share: between 20% and 30%
  – Yosys warning tally: 1
  – Ys cells: ~68
  – Mapped Cells: between 60 and 70
  – Post-synth seq share: 0%
  – Chip Area, Yosys: approximately 500 sq um

Status
  – Run status: finished, final reports clean

Worst hold path
  – Hold Crit Class: in -> out

Job
  – Total of max-cap violations: 0
  – Tool warnings: roughly 43
-- through the flow --
stage,hold WS (ns),instance area [sq um]
floorplan,0.874,498
global placement,1.90,960
detailed placement,1.90,960
CTS,1.36,1030
global route,1.38,1040
finish,1.35,1040
-- path summary, 6_finish.rpt --
| path | from | end | slack [ns] | cells past startpoint |
|---|---|---|---|---|
| worst max-delay path | pc[1] | instruction[14] | 0.06 | 8 |
| worst min-delay path | pc[5] | instruction[3] | 1.35 | 4 |
-- cells in the final DEF, fill, tap and decap left out, types with 3 or more instances in the layout --
| cell type | instances |
|---|---|
| nand2_1 | 3 |
| dlygate4sd2_1 | 13 |
| ha_2 | 3 |
| ha_1 | 7 |
| nor2_1 | 3 |
| buf_4 | 27 |
| inv_2 | 5 |
| buf_2 | 6 |
| a21oi_1 | 6 |
| buf_6 | 6 |
| a211o_1 | 3 |
-- power by group through the flow --
| stage | registers [mW] | logic [mW] | clock network (mW) |
|---|---|---|---|
| after CTS | 0 | 0.178 | 0 |
| after global routing | 0 | 0.200 | 0 |
| final | 0 | 0.180 | 0 |
-- cells in the mapped netlist (2+ instances only) --
master,number
ha_1,11
a21oi_1,6
nor2_1,5
inv_1,4
a211o_1,3
a211oi_1,3
buf_2,3
nand2_1,3
nor2b_1,3
nor3_1,3
a2111oi_2,2
a21o_1,2
nand2b_1,2
o22ai_1,2
-- cell families (layout without fill, tap and decap cells) --
kind of cell | Yosys count | after routing | synth area share, %
AND/OR/NAND/NOR | 21 | 21 | 22.4
buffers and inverters | 10 | 61 | 9.04
AND-OR/OR-AND | 26 | 26 | 41.0
adder cells (fa/ha/maj) | 11 | 11 | 27.6
-- final cells by class --
class                           count  share of cell area [%]
Inverter                            5                    1.80
Multi-Input combinational cell     58                    49.0
Timing Repair Buffer               56                    43.6
Tap cell                           46                    5.53
-- layer usage --
metal  global-route usage [%]  share of wire [%]  vias to the layer above
li1                         -                  -                      361
met1                     7.78                 49                      319
met2                     10.3                 48                       11
met3                    0.455                2.2                        0
met4                    0.528                  0                        0
met5                        0                  0                        -
-- timing repair --
item | CTS | global route
buffers inserted | 6 | 0
gates resized | 56 | 8
pin swaps | 10 | 5
setup endpoints to repair | 16 | 9
Power is estimated from default activity; no workload was simulated.
