==> design/flow/run.sh <==
#!/bin/bash
# OpenROAD 26Q1-2900-gdf79404cd8, Yosys 0.63+post, stock flow scripts
make -C /OpenROAD-flow-scripts/flow DESIGN_CONFIG=/design/flow/config.mk WORK_HOME=/design/flow/orfs finish
==> design/flow/config.mk <==
export PLATFORM = sky130hd
export DESIGN_NAME = dataMemory
export DESIGN_NICKNAME = dataMemory
export VERILOG_FILES = /design/flow/design.v
export SDC_FILE = /design/flow/constraint.sdc
export NUM_CORES = 4
export LEC_CHECK = 1
export CORE_UTILIZATION = 30
==> design/flow/constraint.sdc <==
current_design dataMemory

set clk_period 8.9
set clk_io_pct 0.2

create_clock -name clk0 -period $clk_period [get_ports {clk}]

set non_clock_inputs [all_inputs -no_clocks]
set_input_delay [expr $clk_period * $clk_io_pct] -clock clk0 $non_clock_inputs
set_output_delay [expr $clk_period * $clk_io_pct] -clock clk0 [all_outputs]
==> design/flow/design.v <==
`timescale 1ns / 1ps
module dataMemory(input reg [7:0] a,wd,input clk,we,output reg [7:0] rd);
    reg [7:0] DMEM_Datas [255:0];
    int i;
    initial begin
        for(i=0;i<256;i++)
            DMEM_Datas[i] = 8'b00000000;
    end
    always @(posedge clk)
        begin
            if(we) DMEM_Datas[a] <= wd;
            else rd <= DMEM_Datas[a];
        end
endmodule
==> results.txt <==
yosys + openroad results -> Die X 514 um, area of the die 264000 sq um, core area 260000 sq um, WL per Instance 26.2 um, Synthesis Warnings 1, Post-synth seq share 0.786, vias in the first global route 41000, iteration count of the initial detailed-routing pass 5, outcome finished clean, synthesized cell area 78500 sq um, Clk pin slew, worst setup/hold paths 60 ps, Syn Area/Cell 22.2 sq um, FILL cells 23700, Max Fclk 176 MHz, Worst-Skew Late Latency 830 ps, Max VDD drop 0.176 mV, Arr. time, crit path 6180 ps, Sequential Area between 60000 and 70000 sq um, DR vias approximately 37000, Sink Count 2056, drt total wl 194000 um, Max Cap Viol 0, detailed-route DRC error count 0, WP buf/inv 5, Top Family by Delay on Critical Path buffers and inverters, Final setup viols 0, CTS buffer count 203, worst slew pin tran 1230 ps, setup_tns 0 ps, Synth top cell by count edfxtp_1, final HPWL from detailed placement 115000 um, Top area cell types edfxtp_1, mux4_2, a22oi_1, Synth top cells by count edfxtp_1, mux4_2, a22oi_1, nor2_1, clkbuf_1, Post-synth EDFFs between 2000 and 2500, final non-filler cell total between 7000 and 8000, hold bufs inserted after CTS 0, Gate Area 15800 sq um, largest net degree at the start of global routing 134, critical path class input pin to register, pwr dens 219 nW/um^2, Via density 5.04, CP endpoint kind register, initial DRC count ~2400, final hold slack 1080 ps, Placed Cells 7040, Async S/R FF share, synth 0, critical-path cell list buf_8 -> buf_4 -> buf_4 -> buf_4 -> mux4_2 -> a22oi_1 -> a21oi_1 -> o41ai_1 -> buf_4 -> nand4_1, Critical Path Max Stage Delay 810 ps, Final Cycle Share 0.637, biggest area consumer among synthesized cells edfxtp_1, core utilization before placement 0.302, Syn-to-layout area delta 14.7%, global-route wire length before repair 284000 um, CTS tree built, Resized Gates After CTS 0, Final Core Density 0.347, Min-Delay Path Class register to register, Post-synth top flop edfxtp_1, Max-slew headroom 0.175, count of different cell masters after synthesis 20, Rows approximately 190, initial antenna violation count 8, total grt overflow 0, Final Max Tran Viols 0, CP startpoint kind input pin, RSZ-0062 raised after global routing false, Fin. Hold Viols 0, P_leak 0.0269 uW, Worst Path Required 9410 ps, H-tree levels 4, CTS Root Cell clkbuf_16, gpl congestion 0.865, crit path time final 5670 ps, CP max FO between 40 and 50, Routed Antenna Nets 0, fraction of layout cells with a size suffix above 1 0.256, Syn Inst Count 3545, Slowest-stage cell, CP o41ai_1, tool warning count 32, GRT Total Usage 0.159, ys cells 3545, Setup Fix Bufs, Post-CTS 0, flops out of synthesis 2056, die height 514 um, yosys synthesis chip area 78500 sq um, IO Pins 26, Max-area cell share 0.786, skew final roughly 45 ps, Port Buffer Count 25, Crit path top cell by count buf_4, clk buf depth 3
-- logic make-up (layout without fill, tap and decap cells) --
logic type      count (synthesis)  in the layout  share of synthesized area
compound gates                416            416                     0.0362
buf+inv                       231            592                     0.0135
flops                        2056           2056                      0.786
mux                           512            512                      0.147
other cells                     0              3                          0
simple gates                  330            330                     0.0173
-- state kept, by name (all words and copies together) (netlist names) --
register	count
DMEM_Datas	2048
rd	8
-- path summary, 6_finish.rpt --
check / from / endpoint / slack [ps] / cells after the start
worst min register to register: DMEM_Datas[242][2]$_DFFE_PP_ / rd[2]$_DFFE_PN_ / 1080 / 5
worst min-delay path: DMEM_Datas[242][2]$_DFFE_PP_ / rd[2]$_DFFE_PN_ / 1080 / 5
worst max register to register: DMEM_Datas[47][2]$_DFFE_PP_ / rd[2]$_DFFE_PN_ / 5850 / 6
worst max-delay path: a[1] / rd[2]$_DFFE_PN_ / 3230 / 10
-- layout by cell type (no fill, tap or decap), types with 4 or more instances in the layout --
cell type,count
edfxtp_1,2056
mux4_2,512
a22oi_1,256
nor2_1,233
clkbuf_16,203
buf_4,197
a21oi_1,128
clkbuf_1,53
clkinv_1,45
clkinv_2,32
o41ai_1,31
nor3_1,27
nand2_1,25
nand3_1,17
clkdlybuf4s50_1,15
bufinv_16,12
buf_8,10
nand4_1,9
buf_12,7
nor2b_1,6
clkinv_16,5
inv_6,4
-- worst reg2reg max path, stage by stage, from the launching register on --
cell	delay (ps)
edfxtp_1	350
mux4_2	480
a22oi_1	370
a21oi_1	260
o41ai_1	920
buf_4	250
nand4_1	100
-- power breakdown --
group          switching, uW  internal, uW  total [uW]  leakage (uW)
Clock                   3590          4550        8140       0.00305
Combinational            579           305         884       0.00535
Sequential              12.5         10700       10700        0.0185
Total                   4180         15500       19700        0.0269
-- through the flow --
| step | worst slack, ps | area, sq um | total power, uW |
|---|---|---|---|
| after global routing | 2950 | 90100 | 20300 |
| final | 3230 | 90100 | 19700 |
| after floorplan | 4950 | 78500 | 11400 |
| after detailed placement | 2300 | 83800 | 11800 |
| after global placement | 2250 | 83800 | 11800 |
| after CTS | 3190 | 90100 | 19900 |
-- area by class of cell --
| cell class | instances | area share |
|---|---|---|
| Tap cell | 3496 | 0.0486 |
| Clock inverter | 106 | 0.0110 |
| Antenna cell | 3 | 0.0000833 |
| Inverter | 1 | 0.0000417 |
| Clock buffer | 256 | 0.0586 |
| Timing Repair Buffer | 229 | 0.0213 |
| Multi-Input combinational cell | 1258 | 0.175 |
| Sequential cell | 2056 | 0.685 |
-- routing by layer --
layer	vias to the layer above	global-route usage	wire (um)
li1	15500	-	-
met1	19400	0.185	65400
met2	2105	0.242	93900
met3	301	0.110	28600
met4	12	0.0400	5890
met5	-	0.00475	201
Power and IR drop assume default switching activity.
